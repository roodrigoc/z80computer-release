==> design/flow/design.v <==
module SOUND_module( output dacser,
                     output dacsclk,
                     output dacrclk,
                     input cpuclk,
                     input nrst,
                     inout [7:0] data,
                     input ncs,
                     input nwr,
                     input nrd,
                     input [3:0] addr);
    wire cpuwrite;
    wire cpuread;
    reg got_wr;
    wire ncs2;
    assign ncs2 = ncs | (addr < 6) | addr[3];
    assign cpuwrite = ncs2 | nwr;
    assign cpuread  = ncs2 | nrd;
    assign data = 8'bz;
    reg [3:0] rindex;
    reg [7:0] r0;
    reg [7:0] r1;
    reg [7:0] r2;
    reg [7:0] r3;
    reg [7:0] r4;
    reg [7:0] r5;
    reg [7:0] r6;
    reg [7:0] r7;
    reg [7:0] r8;
    reg [7:0] r9;
    reg [7:0] r10;
    reg [7:0] r11;
    reg [7:0] r12;
    reg [7:0] r13;
    wire [11:0] outvalue;
    wire noiseout;
    wire [11:0] divA;
    wire [11:0] divB;
    wire [11:0] divC;
    wire [4:0] divN;
    assign divA[11:8] = r1[3:0];
    assign divA[7:0]  = r0;
    assign divB[11:8] = r3[3:0];
    assign divB[7:0]  = r2;
    assign divC[11:8] = r5[3:0];
    assign divC[7:0]  = r4;
    assign divN = r6[4:0];
    wire [15:0] divEnv;
    assign divEnv[15:8] = r12;
    assign divEnv[7:0]  = r11;
    reg envstart;
    reg envchdiv;
    initial begin
        got_wr = 0;
        r0 = 0; r1 = 0; r2 = 0; r3 = 0;
        r4 = 0; r5 = 0; r6 = 0; r7 = 0;
        r8 = 0; r9 = 0;
        r10 = 0; r11 = 0; r12 = 0; r13 = 0;
        envstart = 0;
        envchdiv = 0;
    end
    TONE_module toneA (.tone_div(divA),
                       .toneout(toneAout),
                       .cpuclk(cpuclk),
                       .nrst(nrst));
    TONE_module toneB (.tone_div(divB),
                       .toneout(toneBout),
                       .cpuclk(cpuclk),
                       .nrst(nrst));
    TONE_module toneC (.tone_div(divC),
                       .toneout(toneCout),
                       .cpuclk(cpuclk),
                       .nrst(nrst));
    WNGEN_module wng1 (.wn_div(divN),
                       .noiseout(noiseout),
                       .cpuclk(cpuclk),
                       .nrst(nrst));
    ENVELOPE_module env1 (.env_div(divEnv),
                          .env_shape(r13[3:0]),
                          .start(envstart),
                          .chdiv(envchdiv),
                          .cpuclk(cpuclk),
                          .nrst(nrst));
    wire [3:0] ampA;
    assign ampA = r8[4] ? env1.env_amp : r8[3:0];
    wire [3:0] ampB;
    assign ampB = r9[4] ? env1.env_amp : r9[3:0];
    wire [3:0] ampC;
    assign ampC = r10[4] ? env1.env_amp : r10[3:0];
    wire toneAen;
    assign toneAen = toneA.toneact & (~r7[0]);
    wire toneBen;
    assign toneBen = toneB.toneact & (~r7[1]);
    wire toneCen;
    assign toneCen = toneC.toneact & (~r7[2]);
    wire noiseAen;
    assign noiseAen = wng1.noiseact & (~r7[3]);
    wire noiseBen;
    assign noiseBen = wng1.noiseact & (~r7[4]);
    wire noiseCen;
    assign noiseCen = wng1.noiseact & (~r7[5]);
    wire [11:5] w000;
    assign w000 = 7'b1000000;
    wire [11:5] w001;
    assign w001 = toneAen ? (toneA.toneout ? w000+ampA:w000-ampA):(noiseAen ? w000 : w000+(ampA<<1)-16);
    wire [11:5] w002;
    assign w002 = toneBen ? (toneB.toneout ? w001+ampB:w001-ampB):(noiseBen ? w001 : w001+(ampB<<1)-16);
    wire [11:5] w003;
    assign w003 = toneCen ? (toneC.toneout ? w002+ampC:w002-ampC):(noiseCen ? w002 : w002+(ampC<<1)-16);
    wire [11:5] w004;
    assign w004 = noiseAen ? (wng1.noiseout ? w003+ampA:w003-ampA): w003;
    wire [11:5] w005;
    assign w005 = noiseBen ? (wng1.noiseout ? w004+ampB:w004-ampB): w004;
    wire [11:5] w006;
    assign w006 = noiseCen ? (wng1.noiseout ? w005+ampC:w005-ampC): w005;
    assign outvalue[11:5] = w006;
    assign outvalue[4:0] = 0;
    DAC_module dac1 (.dacser(dacser),
                     .dacsclk(dacsclk),
                     .dacrclk(dacrclk),
                     .cpuclk(cpuclk),
                     .nrst(nrst),
                     .outvalue(outvalue));
    always @(posedge cpuclk) begin
        if (!nrst) begin
            got_wr = 0;
            r0 = 0; r1 = 0; r2 = 0; r3 = 0;
            r4 = 0; r5 = 0; r6 = 0; r7 = 0;
            r8 = 0; r9 = 0;
            r10 = 0; r11 = 0; r12 = 0; r13 = 0;
            envstart = 0;
            envchdiv = 0;
        end
        else begin
            if (!cpuwrite) begin
                if (!got_wr) begin
                    case (addr)
                        6: begin rindex = data; end
                        7: begin 
                            case (rindex)
                            0: r0 = data;
                            1: r1 = data;
                            2: r2 = data;
                            3: r3 = data;
                            4: r4 = data;
                            5: r5 = data;
                            6: r6 = data;
                            7: r7 = data;
                            8: r8 = data;
                            9: r9 = data;
                            10: r10 = data;
                            11: begin r11 = data; envchdiv = 1; end
                            12: begin r12 = data; envchdiv = 1; end
                            13: begin r13 = data; envstart = 1; end
                            endcase
                           end
                    endcase
                    got_wr <= 1;
                end
            end
            else begin
                got_wr <= 0; 
                envstart = 0;
                envchdiv = 1;
            end
        end
    end
endmodule
module ENVELOPE_module(input [15:0] env_div,
                       input [3:0] env_shape,
                       input start,
                       input chdiv,
                       output reg [3:0] env_amp,
                       input cpuclk,
                       input nrst);
    reg [8:0] clkdiv;
    reg [15:0] divider;
    reg alternate;
    reg running;
    reg o_start;
    reg o_chdiv;
    initial begin
        divider = 0;
        clkdiv = 0;
        running = 0;
        o_start = 0;
        o_chdiv = 0;
    end
    always @(posedge cpuclk) begin
        if (!nrst) begin
            divider = 0;
            clkdiv = 0;
            running = 0;
            o_start = 0;
            o_chdiv = 0;
        end
        else begin
            if (start && (!o_start)) begin
                divider = 0;
                clkdiv = 0;
                running = 1;
                alternate = 0;
                if (env_shape[2])    
                    env_amp = 4'b0000;
                else
                    env_amp = 4'b1111;
            end
            else begin
                if (chdiv && !o_chdiv) begin
                    divider = 0;
                end
                else
                if (running) begin
                    if (!clkdiv) begin   
                        if (divider == (env_div - 1)) begin
                            divider = 0;
                            case (env_shape[3:2])
                                0: begin
                                    if (env_amp)
                                        env_amp = env_amp - 1;
                                    else
                                        running = 0;
                                   end
                                1: begin
                                    if (env_amp != 15)
                                        env_amp = env_amp + 1;
                                    else begin
                                        env_amp = 0;
                                        running = 0;
                                    end
                                   end
                                2: begin
                                    case (env_shape[1:0])
                                        0: env_amp = env_amp - 1;
                                        1: begin
                                            if (env_amp)
                                                env_amp = env_amp - 1;
                                            else
                                                running = 0;
                                           end
                                        2: begin
                                            if (!alternate) begin
                                                if (env_amp)
                                                    env_amp = env_amp - 1;
                                                else alternate = 1;
                                            end
                                            else begin
                                                if (env_amp != 15)
                                                    env_amp = env_amp + 1;
                                                else
                                                    alternate = 0;
                                            end
                                           end
                                        3: begin
                                            if (env_amp)
                                                env_amp = env_amp - 1;
                                            else begin
                                                env_amp = 15;
                                                running = 0;
                                                end
                                           end
                                    endcase
                                   end
                                3: begin
                                    case (env_shape[1:0])
                                        0: env_amp = env_amp + 1;
                                        1: begin
                                            if (env_amp != 15)
                                                env_amp = env_amp + 1;
                                            else
                                                running = 0;
                                           end
                                        2: begin 
                                            if (alternate) begin
                                                if (env_amp)
                                                    env_amp = env_amp - 1;
                                                else alternate = 0;
                                            end
                                            else begin
                                                if (env_amp != 15)
                                                    env_amp = env_amp + 1;
                                                else
                                                    alternate = 1;
                                            end
                                           end
                                        3: begin
                                            if (env_amp != 15)
                                                env_amp = env_amp + 1;
                                            else begin
                                                env_amp = 0;
                                                running = 0;
                                            end
                                           end
                                    endcase
                                   end
                            endcase
                        end
                        else
                            divider = divider + 1;
                    end  
                    clkdiv = clkdiv + 1;
                end  
            end
        end
        o_start = start;
        o_chdiv = chdiv;
    end
endmodule
module WNGEN_module (input [4:0] wn_div,
                     output reg noiseout,
                     output reg noiseact,
                     input cpuclk,
                     input nrst);
    wire lfsrout;
    reg [7:0] clkdiv;
    reg [4:0] divider;
    reg fsr_clk;
    always @(posedge cpuclk) begin
        if (!nrst) begin
            divider = 0;
            noiseout = 0;
            clkdiv = 0;
            fsr_clk = 0;
        end
        else begin
            if (wn_div == 0) begin
                noiseout = 1'b0;
                noiseact = 1'b0;
            end else begin
                noiseact = 1'b1;
                if (clkdiv == 31) begin      
                    if (divider == (wn_div-1)) begin
                        fsr_clk = 1;
                        divider = 0;
                    end else begin
                        divider = divider + 1;
                    end
                    clkdiv = 0;
                    noiseout = lfsrout;
                end
                else begin
                    fsr_clk = 0;
                    clkdiv = clkdiv + 1;
                end
            end
        end
    end
    LFSR_module lfsr1 (.out(lfsrout),
                       .clk(fsr_clk),
                       .nrst(nrst));
endmodule
module TONE_module (input [11:0] tone_div,
                    output reg toneout,
                    output reg toneact,
                    input cpuclk,
                    input nrst);
    reg [7:0] clkdiv;
    reg [11:0] divider;
    always @(posedge cpuclk) begin
        if (!nrst) begin
            divider = 0;
            clkdiv = 0;
            toneact = 1'b0;
        end
        else begin
            if (tone_div == 0) begin
                toneout = 1'b0;
                toneact = 1'b0;
            end else begin
                toneact = 1'b1;
                if (clkdiv == 15) begin      
                    if (divider == (tone_div-1)) begin
                        divider = 0;
                        toneout = toneout ^ 1'b1;
                    end else
                        divider = divider + 1;
                    clkdiv = 0;
                end
                else
                    clkdiv = clkdiv + 1;
            end
        end
    end
endmodule
module DAC_module  (output reg dacser,
                    output reg dacsclk,
                    output reg dacrclk,
                    input cpuclk,
                    input nrst,
                    input [11:0] outvalue);
    reg [11:0] outshr;
    reg[5:0] state;
    initial begin
        state = 0;
        dacser = 0;
        dacsclk = 0;
        dacrclk = 0;
    end
    always @(posedge cpuclk) begin
        if (!nrst) begin
            dacsclk = 0; dacrclk = 0; state = 0;
        end
        else begin
            if (state == 27) begin
                dacrclk = 0; state = 0;
            end else
            if (state == 26) begin
                dacrclk = 1; state = 27;
            end
            else
            if (state == 0) begin
                outshr = outvalue; state = 1;
            end
            else begin
                if (state[0]) begin 
                    dacsclk = 0; dacser = outshr[0]; outshr = outshr >> 1; 
                end else begin
                    dacsclk = 1;
                end
                state = state + 1;
            end
        end
    end
endmodule
module LFSR_module (output out,
                    input clk,
                    input nrst);
    reg [16:1] sfr;
    reg aux;
    assign out = sfr[1];
    initial begin
        sfr = 16'b1;
    end
    always @(posedge clk) begin
        if (!nrst) begin
            sfr = 16'b1;
        end
        else begin
            aux = sfr[11] ^ sfr[13] ^ sfr[14] ^ sfr[16];
            sfr = sfr << 1;
            sfr[1] = aux;
        end
    end
endmodule
==> design/flow/run.sh <==
#!/bin/bash
# OpenROAD 26Q1-2900-gdf79404cd8, Yosys 0.63+post, stock flow scripts
make -C /OpenROAD-flow-scripts/flow DESIGN_CONFIG=/design/flow/config.mk WORK_HOME=/design/flow/orfs finish
==> design/flow/config.mk <==
export PLATFORM = sky130hd
export DESIGN_NAME = SOUND_module
export DESIGN_NICKNAME = SOUND_module
export VERILOG_FILES = /design/flow/design.v
export SDC_FILE = /design/flow/constraint.sdc
export NUM_CORES = 4
export LEC_CHECK = 1
export CORE_AREA = 10 10 70 70
export DIE_AREA = 0 0 80 80
==> design/flow/constraint.sdc <==
current_design SOUND_module

set clk_period 2.1
set clk_io_pct 0.2

create_clock -name clk0 -period $clk_period [get_ports {cpuclk}]

set non_clock_inputs [all_inputs -no_clocks]
set_input_delay [expr $clk_period * $clk_io_pct] -clock clk0 $non_clock_inputs
set_output_delay [expr $clk_period * $clk_io_pct] -clock clk0 [all_outputs]
==> summary.txt <==
Purpose: to document the outcome of synthesis and place and route.

Yosys
Synthesis produced 54 cells. The post-synthesis sequential element count is 8. Each instance of the synthesized netlist takes up on average between 8 and 9 sq um. The count of distinct cell types in the synthesized netlist is 24. Counting instances in the post-synthesis netlist gives the leading cell types as 10 x sky130_fd_sc_hd__buf_4, 8 x sky130_fd_sc_hd__dfxtp_1, 5 x sky130_fd_sc_hd__inv_1. The yosys stat chip area is ~480 sq um.

By instance count, the leading cell after synthesis is sky130_fd_sc_hd__buf_4. The post-synthesis sequential area ratio is between 30% and 40%. Summing every instance area after synthesis gives 478.0 sq um. The synthesized netlist was found by Yosys to have ~54 cells. The flip-flop cell with the highest count after synthesis is sky130_fd_sc_hd__dfxtp_1. In the synthesized netlist the async set-or-reset flop fraction comes to 0%. In the post-synthesis netlist, the biggest area contributors are sky130_fd_sc_hd__dfxtp_1 34%, sky130_fd_sc_hd__buf_4 16%, sky130_fd_sc_hd__ha_1 7.9%. The portion of synthesized cell area occupied by the leading cell type is 33.51%. The post-synth tally of flip-flops with integrated enable is 0.

The cell taking the most area after synthesis is sky130_fd_sc_hd__dfxtp_1. Counting the warning lines in the Yosys log gives 28.

Clock tree
The CTS log lists the clock sinks for this run as 8. In this run the number of H-tree levels came out at 1. In this run the deepest clock path goes through 2 buffers. Clock latency on the worst-skew pair, taken at its later pin, is between 0.2 and 0.3 ns. The root cell of the clock tree is sky130_fd_sc_hd__clkbuf_4. The count of hold-fix buffers inserted at cts is 0. CTS added clock buffers totalling 3. Buffers added to address setup during post-CTS repair amount to 0.

The clock transition time at the flip-flop clock pins of the worst setup and hold paths is around 0.050 ns. The total of cells resized after clock tree synthesis is 0. The TritonCTS clock tree is done.

Final layout
The area of all placed cells without fillers is 531.8 sq um. The area taken by multi-input combinational cells is reported as ~240 sq um. The area overhead of the layout relative to synthesis is 11.26%. The utilization of the core after routing is 15.57%.

Summing all flip-flop and latch instances after layout gives 160.2 sq um. Leaving out filler cells and counting taps, the final layout contains 103. The number of fill cells is 397. The layout cell share with drive strength beyond 1 is 8.772%.

Setup path
The worst register-to-register path depth is 5. STA lists the startpoint of the worst register-to-register path as dac1.state[0]. The critical path startpoint category is a flop. The critical path starts at dac1.state[0].

STA classifies the critical path endpoint as a flop. The type of the setup path with the least slack is flop to flop. The endpoint arrival time on the critical path is 1.75 ns. The required time of the worst setup path is 2.25 ns. Along the worst path, the maximum fanout reaches 5.

GRT
The via count of the first global-routing pass is 364. For this run the aggregate overflow at the end of global routing stands at 0. The combined global-route utilization of all metal layers is under 10%. The maximum number of pins on one net before global-route repair is 10. The number of antenna violations at the first check in global routing is 0.

The global-route wire length before repair is 1531 um.

STA
The final setup TNS is 0 ns. The total count of max-transition violations in the final report is 0. Setup slack on the critical path of the routed design comes to 0.4913 ns.

Setup repair after global routing left no endpoint under its margin. The clock skew is 0.005265 ns. The minimum hold slack is ~0.44 ns.

The final number of setup-violating endpoints is 0. Per the final timing report, the hold violations number 0. The final critical path time including I/O delays and setup is 1.609 ns.

The share of the cycle needed by the critical path after routing is about 77%. The flow reports an fmax of 621.6 MHz.

Power and ir drop
The leakage component of the power was reported as 0.2033 nW. Looking at the VDD voltage map, the peak drop is around 0.37 mV. The design draws ~340 uW. The flow reported a cell area power density of 630.5 mW/mm^2.

Die
The number of rows in the core area is 21. The effective utilization at floorplan is 13.99%. The die is roughly 80 um wide. Per the OpenROAD floorplan log, the area of the core is 0.003416 sq mm. In this run the full chip footprint comes out at 0.006400 sq mm. The height of the die is 80 um. The boundary pin count is 20.

Route
Per the detail_route report, DRC violations left total 0. The via count is 352. The number of diodes is 0. The violation count after the first detailed-route iteration is 20. The detailed router reported a total wirelength of 855 um.

The number of nets with antenna violations after routing is 0. The routed via count divided by cell count is 3.417. For this run, the detailed router's first-pass iteration total came to 4.

Dividing the detail-routed wire length by the instance count gives 8.301 um.

Min path
The worst min-delay path category is flop to flop. The launch point of the worst min-delay path is recorded as dac1.dacrclk. The cell depth of the worst hold path is 2.

Job
The number of max-cap violations is 0. OpenROAD emitted warnings numbering 34.

Place
The number of instances in the placed design is 100. Routability-driven placement finished with a final weighted congestion of 0.8882. Per the detailed placement report, the placed cell area equals between 500 and 600 sq um.

Note, the detailed placer reported a final HPWL of 693.9 um. The count of buffers from port buffering is 3. The setup slack at placement is 0.5139 ns.

Run status
The flow ran to the end, and the final reports show no timing, DRC or antenna violations.
==> state kept, by name, indices dropped and copies added (netlist names) <==
name          flops
dac1.dacrclk      1
dac1.state        6
dac1.dacsclk      1
==> cells in the final DEF (no fill, tap or decap) <==
cell type | netlist | layout
sky130_fd_sc_hd__a2111oi_0 | 1 | 1
sky130_fd_sc_hd__a211o_1 | 1 | 1
sky130_fd_sc_hd__a211oi_1 | 1 | 1
sky130_fd_sc_hd__a21boi_0 | 1 | 1
sky130_fd_sc_hd__a21oi_1 | 3 | 3
sky130_fd_sc_hd__a311oi_1 | 1 | 1
sky130_fd_sc_hd__a41o_2 | 1 | 1
sky130_fd_sc_hd__clkbuf_4 | 0 | 3
sky130_fd_sc_hd__clkdlybuf4s50_1 | 0 | 3
sky130_fd_sc_hd__conb_1 | 1 | 9
sky130_fd_sc_hd__dfxtp_1 | 8 | 8
sky130_fd_sc_hd__ha_1 | 3 | 3
sky130_fd_sc_hd__inv_1 | 5 | 5
sky130_fd_sc_hd__nand2_1 | 1 | 1
sky130_fd_sc_hd__nand3_1 | 3 | 3
sky130_fd_sc_hd__nand4_1 | 2 | 2
sky130_fd_sc_hd__nor2_1 | 3 | 3
sky130_fd_sc_hd__nor3_1 | 1 | 1
sky130_fd_sc_hd__o211ai_1 | 1 | 1
sky130_fd_sc_hd__o21ai_0 | 1 | 1
sky130_fd_sc_hd__or3_1 | 1 | 1
sky130_fd_sc_hd__or3b_4 | 1 | 1
sky130_fd_sc_hd__xnor2_1 | 1 | 1
sky130_fd_sc_hd__xor2_1 | 2 | 2
==> critical path, stage by stage (launching register included) <==
cell and delay, ns:
sky130_fd_sc_hd__dfxtp_1 0.34, sky130_fd_sc_hd__inv_1 0.10, sky130_fd_sc_hd__ha_1 0.14, sky130_fd_sc_hd__or3b_4 0.38, sky130_fd_sc_hd__a211o_1 0.28, sky130_fd_sc_hd__a311oi_1 0.28
==> cells by family (layout without fill, tap and decap cells) <==
family	count (synthesis)	count (layout)	synth area share [%]
AOI/OAI and AO/OA	11	11	16.75
xor gates and xnor gates	3	3	5.498
adders and majority gates	3	3	7.854
buffers and inverters	16	11	21.99
DFF	8	8	33.51
other	1	9	0.7846
and+or+nand+nor	12	12	13.61
==> routing by layer <==
| layer | share of wire, % | GRT usage [%] | up-vias | routed length (um) |
|---|---|---|---|---|
| met5 | 0 | 0 | - | 0 |
| met4 | 0 | 0.1761 | 0 | 0 |
| met3 | 11 | 2.045 | 0 | 95 |
| met2 | 49 | 4.976 | 16 | 422 |
| met1 | 39 | 2.890 | 158 | 337 |
| li1 | - | - | 178 | - |
==> layout make-up <==
type | count | share of cell area (%)
Clock buffer | 3 | 4.235
Inverter | 5 | 3.529
Sequential cell | 8 | 30.12
Timing Repair Buffer | 3 | 5.647
Tap cell | 46 | 10.82
Multi-Input combinational cell | 38 | 45.65
==> path summary, 6_finish.rpt <==
path | end | slack [ns]
hold reg to reg | dac1.dacrclk | 0.44
hold / removal | dac1.dacrclk | 0.44
setup reg to reg | dac1.dacsclk | 0.49
setup / recovery | dac1.dacsclk | 0.49
==> where the power goes <==
part           leakage [nW]  total, mW  switching, mW  internal, mW
combinational         0.124     0.0538         0.0250        0.0288
sequential           0.0654      0.171        0.00923         0.162
clock                0.0138      0.111         0.0456        0.0649
total                 0.203      0.335         0.0798         0.255
No activity file was given, so power comes from the tool's default toggle rates.
